`flow/run.sh`:
```
#!/bin/bash
# OpenROAD 26Q1-2900-gdf79404cd8, Yosys 0.63+post, stock flow scripts
make -C /OpenROAD-flow-scripts/flow DESIGN_CONFIG=/design/flow/config.mk WORK_HOME=/design/flow/orfs finish
```
`flow/config.mk`:
```
export PLATFORM = sky130hd
export DESIGN_NAME = RegisterFile
export DESIGN_NICKNAME = RegisterFile
export VERILOG_FILES = /design/flow/design.v
export SDC_FILE = /design/flow/constraint.sdc
export NUM_CORES = 4
export LEC_CHECK = 1
export CORE_UTILIZATION = 40
```
`flow/constraint.sdc`:
```
current_design RegisterFile

set clk_period 18.3
set clk_io_pct 0.2

create_clock -name clk0 -period $clk_period [get_ports {clk_in}]

set non_clock_inputs [all_inputs -no_clocks]
set_input_delay [expr $clk_period * $clk_io_pct] -clock clk0 $non_clock_inputs
set_output_delay [expr $clk_period * $clk_io_pct] -clock clk0 [all_outputs]
```
`flow/design.v`:
```
module RegisterFile(
    input wire clk_in,        
    input wire rst_in,         
    input wire rdy_in,         
    input wire rob_clear,      
    input wire [                4 : 0] rob_set_idx,
    input wire [               31 : 0] rob_set_reg_val,
    input wire [3 - 1 : 0] rob_set_recorder,
    input  wire [                4 : 0] get_idx1,
    output wire [               31 : 0] get_reg_val1,
    output wire                         get_has_dep1,
    output wire [3 - 1 : 0] get_recorder1,
    input  wire [                4 : 0] get_idx2,
    output wire [               31 : 0] get_reg_val2,
    output wire                         get_has_dep2,
    output wire [3 - 1 : 0] get_recorder2,
    input  wire [                4 : 0] set_reg_recorder_idx,
    input  wire [3 - 1 : 0] set_reg_recorder_val
);
    reg [              31 : 0] regs    [0 : 31];
    reg [3 - 1: 0] recorder[0 : 31];
    reg                        has_dep [0 : 31];
    assign get_has_dep1 = has_dep[get_idx1] || (set_reg_recorder_idx && set_reg_recorder_idx == get_idx1);
    assign get_has_dep2 = has_dep[get_idx2] || (set_reg_recorder_idx && set_reg_recorder_idx == get_idx2);
    assign get_reg_val1 = regs[get_idx1];
    assign get_reg_val2 = regs[get_idx2];
    assign get_recorder1 = (set_reg_recorder_idx && set_reg_recorder_idx == get_idx1) ? set_reg_recorder_val : recorder[get_idx1];
    assign get_recorder2 = (set_reg_recorder_idx && set_reg_recorder_idx == get_idx2) ? set_reg_recorder_val : recorder[get_idx2];
    integer i;
    always @(posedge clk_in) begin
        if (rst_in) begin
            for (i = 0; i < 32; i = i + 1) begin
                regs[i] <= 0;
                recorder[i] <= 0;
                has_dep[i] <= 0;
            end
        end
        else if (!rdy_in) begin
        end
        else if (rob_clear) begin
            for (i = 0; i < 32; i = i + 1) begin
                recorder[i] <= 0;
                has_dep[i] <= 0;
            end
        end
        else begin
            if (rob_set_idx != 0) begin
                regs[rob_set_idx] <= rob_set_reg_val;
                if (set_reg_recorder_idx != rob_set_idx && recorder[rob_set_idx] == rob_set_recorder) begin
                    recorder[rob_set_idx] <= 0;
                    has_dep[rob_set_idx] <= 0;
                end
            end
            if (set_reg_recorder_idx != 0) begin
                recorder[set_reg_recorder_idx] <= set_reg_recorder_val;
                has_dep[set_reg_recorder_idx] <= 1;
            end
        end
    end
    wire [31 : 0] reg_zero = regs[0];   
    wire [31 : 0] reg_ra = regs[1];     
    wire [31 : 0] reg_sp = regs[2];     
    wire [31 : 0] reg_gp = regs[3];     
    wire [31 : 0] reg_tp = regs[4];     
    wire [31 : 0] reg_t0 = regs[5];     
    wire [31 : 0] reg_t1 = regs[6];     
    wire [31 : 0] reg_t2 = regs[7];     
    wire [31 : 0] reg_s0 = regs[8];     
    wire [31 : 0] reg_s1 = regs[9];     
    wire [31 : 0] reg_a0 = regs[10];    
    wire [31 : 0] reg_a1 = regs[11];    
    wire [31 : 0] reg_a2 = regs[12];    
    wire [31 : 0] reg_a3 = regs[13];    
    wire [31 : 0] reg_a4 = regs[14];    
    wire [31 : 0] reg_a5 = regs[15];    
    wire [31 : 0] reg_a6 = regs[16];    
    wire [31 : 0] reg_a7 = regs[17];    
    wire [31 : 0] reg_s2 = regs[18];    
    wire [31 : 0] reg_s3 = regs[19];    
    wire [31 : 0] reg_s4 = regs[20];    
    wire [31 : 0] reg_s5 = regs[21];    
    wire [31 : 0] reg_s6 = regs[22];    
    wire [31 : 0] reg_s7 = regs[23];    
    wire [31 : 0] reg_s8 = regs[24];    
    wire [31 : 0] reg_s9 = regs[25];    
    wire [31 : 0] reg_s10 = regs[26];   
    wire [31 : 0] reg_s11 = regs[27];   
    wire [31 : 0] reg_t3 = regs[28];    
    wire [31 : 0] reg_t4 = regs[29];    
    wire [31 : 0] reg_t5 = regs[30];    
    wire [31 : 0] reg_t6 = regs[31];    
    wire [3 - 1: 0] reg_zero_r = recorder[0];
    wire [3 - 1: 0] reg_ra_r = recorder[1];
    wire [3 - 1: 0] reg_sp_r = recorder[2];
    wire [3 - 1: 0] reg_gp_r = recorder[3];
    wire [3 - 1: 0] reg_tp_r = recorder[4];
    wire [3 - 1: 0] reg_t0_r = recorder[5];
    wire [3 - 1: 0] reg_t1_r = recorder[6];
    wire [3 - 1: 0] reg_t2_r = recorder[7];
    wire [3 - 1: 0] reg_s0_r = recorder[8];
    wire [3 - 1: 0] reg_s1_r = recorder[9];
    wire [3 - 1: 0] reg_a0_r = recorder[10];
    wire [3 - 1: 0] reg_a1_r = recorder[11];
    wire [3 - 1: 0] reg_a2_r = recorder[12];
    wire [3 - 1: 0] reg_a3_r = recorder[13];
    wire [3 - 1: 0] reg_a4_r = recorder[14];
    wire [3 - 1: 0] reg_a5_r = recorder[15];
    wire [3 - 1: 0] reg_a6_r = recorder[16];
    wire [3 - 1: 0] reg_a7_r = recorder[17];
    wire [3 - 1: 0] reg_s2_r = recorder[18];
    wire [3 - 1: 0] reg_s3_r = recorder[19];
    wire [3 - 1: 0] reg_s4_r = recorder[20];
    wire [3 - 1: 0] reg_s5_r = recorder[21];
    wire [3 - 1: 0] reg_s6_r = recorder[22];
    wire [3 - 1: 0] reg_s7_r = recorder[23];
    wire [3 - 1: 0] reg_s8_r = recorder[24];
    wire [3 - 1: 0] reg_s9_r = recorder[25];
    wire [3 - 1: 0] reg_s10_r = recorder[26];
    wire [3 - 1: 0] reg_s11_r = recorder[27];
    wire [3 - 1: 0] reg_t3_r = recorder[28];
    wire [3 - 1: 0] reg_t4_r = recorder[29];
    wire [3 - 1: 0] reg_t5_r = recorder[30];
    wire [3 - 1: 0] reg_t6_r = recorder[31];
    wire reg_zero_h = has_dep[0];
    wire reg_ra_h = has_dep[1];
    wire reg_sp_h = has_dep[2];
    wire reg_gp_h = has_dep[3];
    wire reg_tp_h = has_dep[4];
    wire reg_t0_h = has_dep[5];
    wire reg_t1_h = has_dep[6];
    wire reg_t2_h = has_dep[7];
    wire reg_s0_h = has_dep[8];
    wire reg_s1_h = has_dep[9];
    wire reg_a0_h = has_dep[10];
    wire reg_a1_h = has_dep[11];
    wire reg_a2_h = has_dep[12];
    wire reg_a3_h = has_dep[13];
    wire reg_a4_h = has_dep[14];
    wire reg_a5_h = has_dep[15];
    wire reg_a6_h = has_dep[16];
    wire reg_a7_h = has_dep[17];
    wire reg_s2_h = has_dep[18];
    wire reg_s3_h = has_dep[19];
    wire reg_s4_h = has_dep[20];
    wire reg_s5_h = has_dep[21];
    wire reg_s6_h = has_dep[22];
    wire reg_s7_h = has_dep[23];
    wire reg_s8_h = has_dep[24];
    wire reg_s9_h = has_dep[25];
    wire reg_s10_h = has_dep[26];
    wire reg_s11_h = has_dep[27];
    wire reg_t3_h = has_dep[28];
    wire reg_t4_h = has_dep[29];
    wire reg_t5_h = has_dep[30];
    wire reg_t6_h = has_dep[31];
endmodule  
```
==> run notes <==
For this run, the detailed router reports a per-instance via density of 6.034. For reference, the clock transition at the flip-flops on the worst setup and hold paths is 0.05 ns. For the global-route wire length before repair, the log shows 294000 µm. From the final report, the count of setup violators was given as 0. Once the clock tree was built, the resizer swapped 0 gates to a different size. Height of the chip: 396.6 µm.

The net switching power in the latest report is 1.602 mW. In the synthesized netlist, the number of instances is 3867. Detailed routing placed a total of 95040 µm of wire on met2.

The classification of the worst setup path was input pin to output port. The critical path in the final layout is reported with a setup slack of 6.695 ns. CTS saw 1152 sinks. With the number of buffers inserted during clock tree synthesis at 133, the register bit count reported by yosys is 1152.

For reference, the critical path cell chain is buf_8 > buf_4 > buf_4 > buf_12 > mux4_2 > mux4_2 > mux2i_1 > a21oi_1 > clkdlybuf4s50_1. The startpoint class of the critical path is an input pin. Looking at the critical path, the highest net fanout was 65. Distinct cell type count after synthesis: 40. The number of warnings in the stage logs came out at 26. The final layout reports a setup TNS of 0 ns.

In the log, the iteration count for the first detailed-route pass is 11. Before any placement, the netlist area is recorded as 0.06228 mm². For the fraction of power consumed by sequential logic, the log shows 0.477. Leading register cell type out of synthesis: sky130_fd_sc_hd__edfxtp_1. The cell family contributing the most delay on the critical path is buffers and inverters.

The initial antenna violation count was 10. The portion of total power attributed to combinational logic is 0.124, and the met1 wire length is 67510 µm. The relative slew slack is 0.3792.

The routability congestion estimate was 0.9110; the via count of the first global-routing pass was 39860. The share of power burned in the clock network was 0.399. The detailed-route via count is 36580. The hold-fix buffer count after cts was 0.

The longest individual stage delay on the worst path was 0.64 ns. Of all cell types, the one taking the most synthesized area is sky130_fd_sc_hd__edfxtp_1. The pin count of the biggest net entering global routing was 85.

The tools report the total of warnings raised by yosys as 1. Among all stages on the critical path, the largest delay is contributed by sky130_fd_sc_hd__buf_4. The logs give 6.564 ns for the worst setup timing slack at the placement stage and 0.1573 mm² for the die area. In this run the count of I/O pins placed on the die edge is 134. The run gives 0.3007 for the share of cells above drive strength 1. By count the netlist is led by sky130_fd_sc_hd__edfxtp_1 (1120), sky130_fd_sc_hd__and2_1 (1086), sky130_fd_sc_hd__mux4_2 (721).

Max-cap violations in this run came to 0. Yosys instantiated no cell more often than sky130_fd_sc_hd__edfxtp_1. With the share of the synthesized area in the top cell type at 0.5400, the amount of wire on met3 after detailed routing is 36500 µm. The arrival time of data at the worst endpoint is listed as 7.95 ns. The worst setup path is captured at an output port. With the post-synthesis cell count from yosys at 3867, the global routing usage summed across all routing layers is 0.2937. TritonRoute output was used to compute an average wire per cell of 34.26 µm. Counting both buffers and inverters, the worst setup path holds a total of 5.

Looking at the max-slew report, the worst-margin pin has a slew of 0.9283 ns. Ranked by total cell area, the synthesized netlist is headed by sky130_fd_sc_hd__edfxtp_1 (54%), sky130_fd_sc_hd__mux4_2 (26%), sky130_fd_sc_hd__and2_1 (11%), sky130_fd_sc_hd__clkbuf_1 (2.1%), sky130_fd_sc_hd__mux2_2 (1.2%). Per the timing report, the achievable frequency comes out to 0.08617 GHz. Number of levels in the clock H-tree: 4. The area taken by flip-flops and latches is 0.03427 mm², and the die boundary width is 396.6 µm. The worst VDD IR drop from the latest analysis is 0.08786 mV. For the worst clock skew on the final layout, the log shows 0.01730 ns.

The end-of-flow core utilization is 0.4562. Setup repair after global routing left no endpoint under its margin. The run finished with clean final reports. The number of hold violations in the final report is 0. Net switching share of the total power: 0.2461. Top routing layer in use: met5. The area of the core came out at 0.1542 mm². Register area share after synthesis: 0.5503. The clock passes through at most 3 buffers.

The placement row count is 144, and the post-route clock period utilization is 0.6342. The fraction of registers with async set/reset is 0. The internal portion of the total power is 4.909 mW.

The filler cell count in the final layout was 12960. The run gives 207700 µm as the wire length reported by the detailed router. The share of the core filled by cells before placement is 0.4038. In this run the mean area of a mapped cell was 16.11 µm². Global routing finished with a remaining overflow of 0. Clock tree synthesis selected as its root buffer the cell sky130_fd_sc_hd__clkbuf_16.

Port buffering added 133 buffers. The post-synth tally of flip-flops with integrated enable was 1120. For the clock network latency to the later pin of the worst-skew pair, the log shows 0.77 ns. TritonCTS built the clock tree.

From synthesis to final layout, the design area changed by 12.96%. The count of nets left with antenna violations once routing finished came out at 0. The detailed router finished its first iteration with 2314 violations.

STA puts the critical path data required time at 14.64 ns. The placed wire-length estimate was 120000 µm. The tightest hold path in the finished design has a slack of 0.5036 ns.

The min-delay analysis places its worst path in the category flop to flop. The final timing report lists a max-slew violation count of 0. The final power report lists total power as 6.511 mW. The clock period minus final worst setup slack came out at 11.61 ns. Yosys stat chip area: 0.06228 mm².

The power density over the cells works out to 92.55 mW/mm². The run gives 23.63 nW for the static power due to leakage. The DRC violation total left in the routed layout is recorded as 0. Post-CTS timing repair inserted 0 buffers for setup. Logic area: 0.02673 mm².
state kept, by name, summed over array words and instances (netlist names):
signal / count
regs: 1024
has_dep: 32
recorder: 96
path summary, 6_finish.rpt:
check                  startpoint                to  slack [ns]  cells past startpoint
setup / recovery      get_idx2[0]  get_recorder2[0]        6.69                      9
hold / removal         has_dep[0]        has_dep[0]        0.50                      1
setup reg to reg  recorder[30][0]    recorder[2][1]       14.84                      8
hold reg to reg        has_dep[0]        has_dep[0]        0.50                      1
cells in the final DEF (no fill, tap or decap), types with 7 or more instances in the layout:
cell / count
sky130_fd_sc_hd__edfxtp_1: 1120
sky130_fd_sc_hd__and2_1: 1086
sky130_fd_sc_hd__mux4_2: 721
sky130_fd_sc_hd__buf_4: 154
sky130_fd_sc_hd__clkbuf_16: 135
sky130_fd_sc_hd__clkdlybuf4s50_1: 121
sky130_fd_sc_hd__nor2_1: 72
sky130_fd_sc_hd__mux2_2: 64
sky130_fd_sc_hd__mux2i_1: 55
sky130_fd_sc_hd__a21oi_1: 39
sky130_fd_sc_hd__conb_1: 35
sky130_fd_sc_hd__or2_2: 33
sky130_fd_sc_hd__o21ai_0: 32
sky130_fd_sc_hd__dfxtp_1: 32
sky130_fd_sc_hd__nor3_1: 31
sky130_fd_sc_hd__nor2_4: 31
sky130_fd_sc_hd__a211o_1: 31
sky130_fd_sc_hd__clkbuf_1: 31
sky130_fd_sc_hd__clkinv_1: 24
sky130_fd_sc_hd__clkinv_2: 20
sky130_fd_sc_hd__o22ai_1: 19
sky130_fd_sc_hd__diode_2: 12
sky130_fd_sc_hd__xor2_1: 11
sky130_fd_sc_hd__nand3b_1: 10
sky130_fd_sc_hd__nand2_1: 8
sky130_fd_sc_hd__bufinv_16: 7
layer usage:
metal,vias to the layer above,GRT usage
met5,-,0.01232
met4,16,0.09597
li1,15140,-
met1,18370,0.3585
met2,2577,0.4129
met3,481,0.2225
layout make-up:
cell class,count,share of cell area
diodes,12,0.0004268
clock buffers,170,0.05046
inverters,5,0.0002668
repair buffers,286,0.03603
well taps,2044,0.03635
flip-flops and latches,1152,0.4872
clock inverters,68,0.009355
multi-input cells,2326,0.3800
cells by family after synthesis:
family                    after synthesis  share of synthesized area
DFF                                  1152                     0.5503
and+or+nand+nor                      1303                     0.1265
buffers and inverters                 423                    0.02634
AOI/OAI and AO/OA                     131                    0.01326
other                                   1                 0.00006021
muxes                                 840                     0.2811
xor gates and xnor gates               17                   0.002391
power groups by stage:
stage | Sequential [mW] | Clock (mW) | Combinational (mW)
4_1_cts | 3.11 | 2.63 | 0.808
5_1_grt | 3.12 | 2.73 | 0.847
6_report | 3.11 | 2.60 | 0.808
worst reg2reg max path: cells and delay by family, from the launching register on:
family	cells	cell delay, ns
AND-OR/OR-AND	2	0.65
XOR/XNOR	1	0.26
buffers and inverters	1	0.65
flip-flops	1	0.47
multiplexers	1	0.49
AND/OR/NAND/NOR	3	0.62
per-stage QoR:
stage	instances	cell area [µm²]
after floorplan	3901	62410
after global placement	5813	66110
after detailed placement	5813	66110
after CTS	6051	70320
after global routing	6054	70330
final	6063	70350
Power figures rest on the tool's default switching activity, not on a simulated workload.
