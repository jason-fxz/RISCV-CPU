$ cat flow/design.v
module LoadStoreBuffer (
    input wire clk_in,         
    input wire rst_in,         
    input wire rdy_in,          
    input wire rob_clear,
    input wire                         inst_valid,
    input wire [4 - 1 : 0] inst_type,
    input wire [3 - 1 : 0] inst_rob_idx,     
    input wire [               31 : 0] inst_r1,          
    input wire [               31 : 0] inst_r2,          
    input wire [3 - 1 : 0] inst_dep1,        
    input wire [3 - 1 : 0] inst_dep2,        
    input wire                         inst_has_dep1,    
    input wire                         inst_has_dep2,    
    input wire [               11 : 0] inst_offset,      
    output reg                         full,             
    input wire                         rob_head_valid,
    input wire [3 - 1 : 0] rob_head_id,
    output wire                        rob_st_ok,
    input wire                         alu_wb_valid,     
    input wire [3 - 1 : 0] alu_wb_idx,       
    input wire [               31 : 0] alu_wb_value,     
    output wire                         lsb_wb_valid,     
    output wire [3 - 1 : 0] lsb_wb_idx,       
    output wire [               31 : 0] lsb_wb_value,      
    output wire                        mem_valid,
    output wire                        mem_wr,
    output wire [2:0]                  mem_len,
    output wire [31:0]                 mem_addr,
    output wire [31:0]                 mem_value,
    input wire                         mem_ready,
    input wire [31:0]                  mem_result
);
    localparam LSB_SIZE = (1 << 3);
    reg                         busy    [0 : LSB_SIZE - 1];  
    reg [3 - 1 : 0] rob_idx [0 : LSB_SIZE - 1];  
    reg [4 - 1 : 0] type    [0 : LSB_SIZE - 1];  
    reg [               31 : 0] r1      [0 : LSB_SIZE - 1];  
    reg [               31 : 0] r2      [0 : LSB_SIZE - 1];  
    reg [3 - 1 : 0] dep1    [0 : LSB_SIZE - 1];  
    reg [3 - 1 : 0] dep2    [0 : LSB_SIZE - 1];  
    reg                         has_dep1[0 : LSB_SIZE - 1];  
    reg                         has_dep2[0 : LSB_SIZE - 1];  
    reg [               11 : 0] offset  [0 : LSB_SIZE - 1];  
    wire                        ready   [0 : LSB_SIZE - 1];  
    reg [     3 : 0] size;
    reg [ 3 - 1 : 0] head, tail;  
    generate
        genvar i;
        for (i = 0; i < LSB_SIZE; i = i + 1) begin
            assign ready[i] = busy[i] && (!has_dep1[i] && !has_dep2[i]);
        end
    endgenerate
    wire pop_head = mem_ready;
    wire [3 : 0] next_size = pop_head && !inst_valid ? size - 1 : (!pop_head && inst_valid ? size + 1 : size);
    wire next_full = next_size == LSB_SIZE;
    assign lsb_wb_valid = !rob_clear && mem_ready && busy[head] && type[head][3] == 1'b0;
    assign lsb_wb_idx = rob_idx[head];
    assign lsb_wb_value = mem_result;
    wire [3 - 1 : 0] head_k = mem_ready ? head + 1 : head;
    assign mem_valid = !rob_clear && ready[head_k] && (rob_head_valid && rob_head_id == rob_idx[head_k] || type[head_k][3] == 0 && mem_addr[17 : 16] != 2'b11);
    assign mem_wr = type[head_k][3];
    assign mem_len = type[head_k][2:0];
    assign mem_addr = r1[head_k] + {{20{offset[head_k][11]}}, offset[head_k]};
    assign mem_value = r2[head_k];
    assign rob_st_ok = mem_ready;
    always @(posedge clk_in) begin : Main
        integer i;
        if (rst_in || rob_clear) begin
            size <= 0;
            full <= 0;
            head <= 0;
            tail <= 0;
            for (i = 0; i < LSB_SIZE; i = i + 1) begin
                busy[i] <= 0;
                rob_idx[i] <= 0;
                type[i] <= 0;
                r1[i] <= 0;
                r2[i] <= 0;
                dep1[i] <= 0;
                dep2[i] <= 0;
                has_dep1[i] <= 0;
                has_dep2[i] <= 0;
                offset[i] <= 0;
            end
        end
        else if (!rdy_in) begin
        end
        else begin
            size <= next_size;
            full <= next_full;
            if (inst_valid) begin
                tail <= tail + 1;
                busy[tail] <= 1;
                type[tail] <= inst_type;
                rob_idx[tail] <= inst_rob_idx;
                dep1[tail] <= inst_dep1;
                dep2[tail] <= inst_dep2;
                r1[tail] <= !inst_has_dep1 ? inst_r1 :  (alu_wb_valid && inst_dep1 == alu_wb_idx ? alu_wb_value : 
                                  (lsb_wb_valid && inst_dep1 == lsb_wb_idx ? lsb_wb_value : 32'b0));
                r2[tail] <= !inst_has_dep2 ? inst_r2 :  (alu_wb_valid && inst_dep2 == alu_wb_idx ? alu_wb_value : 
                                  (lsb_wb_valid && inst_dep2 == lsb_wb_idx ? lsb_wb_value : 32'b0));
                has_dep1[tail] <= inst_has_dep1 && !(alu_wb_valid && inst_dep1 == alu_wb_idx) && !(lsb_wb_valid && inst_dep1 == lsb_wb_idx);
                has_dep2[tail] <= inst_has_dep2 && !(alu_wb_valid && inst_dep2 == alu_wb_idx) && !(lsb_wb_valid && inst_dep2 == lsb_wb_idx);
                offset[tail] <= inst_offset;
            end
            if (pop_head) begin
                head <= head + 1;
                busy[head] <= 0;
            end
            for (i = 0; i < LSB_SIZE; i = i + 1) begin 
                if (busy[i]) begin
                    if (alu_wb_valid) begin
                        if (has_dep1[i] && (alu_wb_valid && dep1[i] == alu_wb_idx)) begin
                            r1[i] <= alu_wb_value;
                            has_dep1[i] <= 0;
                        end
                        if (has_dep2[i] && (alu_wb_valid && dep2[i] == alu_wb_idx)) begin
                            r2[i] <= alu_wb_value;
                            has_dep2[i] <= 0;
                        end
                    end
                    if (lsb_wb_valid) begin
                        if (has_dep1[i] && (lsb_wb_valid && dep1[i] == lsb_wb_idx)) begin
                            r1[i] <= lsb_wb_value;
                            has_dep1[i] <= 0;
                        end
                        if (has_dep2[i] && (lsb_wb_valid && dep2[i] == lsb_wb_idx)) begin
                            r2[i] <= lsb_wb_value;
                            has_dep2[i] <= 0;
                        end
                    end
                end
            end
        end
    end
endmodule
$ cat flow/config.mk
export PLATFORM = sky130hd
export DESIGN_NAME = LoadStoreBuffer
export DESIGN_NICKNAME = LoadStoreBuffer
export VERILOG_FILES = /design/flow/design.v
export SDC_FILE = /design/flow/constraint.sdc
export NUM_CORES = 4
export LEC_CHECK = 1
export CORE_UTILIZATION = 50
$ cat flow/run.sh
#!/bin/bash
# OpenROAD 26Q1-2900-gdf79404cd8, Yosys 0.63+post, stock flow scripts
make -C /OpenROAD-flow-scripts/flow DESIGN_CONFIG=/design/flow/config.mk WORK_HOME=/design/flow/orfs finish
$ cat flow/constraint.sdc
current_design LoadStoreBuffer

set clk_period 22.1
set clk_io_pct 0.2

create_clock -name clk0 -period $clk_period [get_ports {clk_in}]

set non_clock_inputs [all_inputs -no_clocks]
set_input_delay [expr $clk_period * $clk_io_pct] -clock clk0 $non_clock_inputs
set_output_delay [expr $clk_period * $clk_io_pct] -clock clk0 [all_outputs]
==> flow_results.xml <==
<?xml version="1.0" encoding="UTF-8"?>
<metrics>
  <group name="clock_tree">
    <metric name="post-cts-setup-buffer-count" unit="">0</metric>
    <metric name="number_of_buffers_inserted_by_hold_repair_at_cts" unit="">0</metric>
    <metric name="cts_bufs_inserted" unit="">86</metric>
    <metric name="cts_htree_levels" unit="">3</metric>
    <metric name="root_buffer" unit="">clkbuf_16</metric>
    <metric name="clk_latency" unit="ns">0.67</metric>
    <metric name="cts_tree" unit="">yes</metric>
    <metric name="clock_tree.buffer_depth" unit="">3</metric>
    <metric name="clkSlewWorstSetupHoldPaths" unit="ns">0.06</metric>
    <metric name="cts-resized-gates" unit="">0</metric>
    <metric name="cts.sink_count" unit="">750</metric>
  </group>
  <group name="detailed_routing">
    <metric name="routed-wl-met2" unit="um">79800</metric>
    <metric name="tritonroute_pass_1_iters" unit="">8</metric>
    <metric name="detail_route.wirelength.met1" unit="um">67400</metric>
    <metric name="antenna_violating_nets_post_route" unit="">0</metric>
    <metric name="drt_drc_violations_left" unit="">0</metric>
    <metric name="met3_wirelength" unit="um">27100</metric>
    <metric name="top_layer_used" unit="">met5</metric>
    <metric name="detailed_route_wire_length_per_cell" unit="um">30.9</metric>
    <metric name="via_per_inst" unit="">6.59</metric>
    <metric name="detailedRoute.firstIterationViolations" unit="">3790</metric>
    <metric name="drt_wl_total" unit="um">183000</metric>
    <metric name="vias" unit="">39200</metric>
  </group>
  <group name="sta">
    <metric name="timing.fmax" unit="MHz">66.0</metric>
    <metric name="timing.clock.skew" unit="ns">0.0216</metric>
    <metric name="fin_hold_ws" unit="ns">0.512</metric>
    <metric name="fin_crit" unit="ns">15.15</metric>
    <metric name="timing.final.max_slew_violations" unit="">0</metric>
    <metric name="unrepaired_setup_endpoints_after_global_routing" unit="">false</metric>
    <metric name="period_used_share" unit="%">68.5</metric>
    <metric name="totalNegativeSetupSlack" unit="ns">0</metric>
    <metric name="final_setup_vio_count" unit="">0</metric>
    <metric name="hold_viol_final" unit="">0</metric>
    <metric name="worst_pin_slew" unit="ns">1.04</metric>
    <metric name="timing.max_slew.rel_slack" unit="%">30.3</metric>
  </group>
  <group name="critical_path">
    <metric name="worstPathMaxFanout" unit="">43</metric>
    <metric name="worst-r2r-setup-slack" unit="ns">16.48</metric>
    <metric name="timing.setup.critical_path_class" unit="">primary input to primary output</metric>
    <metric name="r2r_worst_path_depth" unit="">14</metric>
    <metric name="worst_r2r_endpoint" unit="">r2[7][15]</metric>
    <metric name="category_of_the_worst_setup_path_capture_point" unit="">primary output</metric>
    <metric name="arrival" unit="ns">10.73</metric>
    <metric name="worst-endpoint-required" unit="ns">17.68</metric>
    <metric name="launching_element_type_of_the_critical_path" unit="">primary input</metric>
  </group>
  <group name="min_path">
    <metric name="hold_path_depth" unit="">2</metric>
    <metric name="holdPathEnd" unit="">size[3]</metric>
    <metric name="timing.hold.worst.start" unit="">size[3]</metric>
    <metric name="worst_min_delay_path_class" unit="">flip-flop to flip-flop</metric>
  </group>
  <group name="power_and_ir_drop">
    <metric name="total_leakage_power" unit="nW">21.9</metric>
    <metric name="power_frac_comb" unit="%">13.4</metric>
    <metric name="clkPwrFrac" unit="%">39.5</metric>
    <metric name="p_sw_share" unit="%">26.1</metric>
    <metric name="cellInternalPower" unit="W">0.00259</metric>
    <metric name="pwr_density_cell" unit="nW/um2">65.9</metric>
    <metric name="vdd_drop_max" unit="V">0.0000576</metric>
    <metric name="totalPowerFinal" unit="W">0.00350</metric>
    <metric name="p_sw" unit="W">0.000916</metric>
    <metric name="pwr-share-seq" unit="%">47.1</metric>
  </group>
  <group name="final_layout">
    <metric name="finish.cell_count_without_fillers" unit="">5944</metric>
    <metric name="final_layout_size_suffix_gt1_share" unit="%">10.8</metric>
    <metric name="final_core_utilization" unit="%">57.6</metric>
    <metric name="area_growth" unit="%">13.6</metric>
  </group>
  <group name="floorplan">
    <metric name="coreArea" unit="um2">92200</metric>
    <metric name="number_of_rows_created_at_floorplan" unit="">111</metric>
    <metric name="die.size.x" unit="um">308</metric>
    <metric name="io_pins" unit="">276</metric>
    <metric name="fp_util" unit="%">50.7</metric>
    <metric name="die-area" unit="um2">94800</metric>
    <metric name="die_height" unit="um">308</metric>
  </group>
  <group name="global_route">
    <metric name="grt_start_max_net_pins" unit="">101</metric>
    <metric name="global_route.usage.total" unit="%">41.3</metric>
    <metric name="first_pass_grt_wire_length" unit="um">263000</metric>
    <metric name="grt_pass1_vias" unit="">38400</metric>
    <metric name="grt_remaining_overflow" unit="">0</metric>
    <metric name="number_of_antenna_violations_at_the_first_check_in_global_routing" unit="">8</metric>
  </group>
  <group name="synth">
    <metric name="syn_avg_cell_area" unit="um2">10.2</metric>
    <metric name="synth_stat.cells" unit="">4603</metric>
    <metric name="synth-xor-area-share" unit="%">2.82</metric>
    <metric name="fa_ha_area_share" unit="%">1.11</metric>
    <metric name="yosys.stat.seqShare" unit="%">47.7</metric>
    <metric name="synth-async-reset-ratio" unit="%">0</metric>
    <metric name="top_area_share" unit="%">46.7</metric>
    <metric name="netlist-cell-type-count" unit="">72</metric>
    <metric name="post_synth_most_frequent_cells" unit="">edfxtp_1 (728), mux2i_1 (527), a21oi_1 (416)</metric>
    <metric name="synthesis.yosys.warnings" unit="">1</metric>
    <metric name="ys.flop_type" unit="">edfxtp_1</metric>
    <metric name="yosys.cell_count.top_type" unit="">edfxtp_1</metric>
    <metric name="count_of_library_flops_with_an_enable_pin" unit="">728</metric>
    <metric name="registers_synthesis" unit="">750</metric>
    <metric name="mux_share" unit="%">13.8</metric>
    <metric name="and_or_or_and_cells_area_fraction" unit="%">13.9</metric>
    <metric name="yosys-stat-area" unit="um2">46800</metric>
    <metric name="synth-simple-area-share" unit="%">15.5</metric>
    <metric name="synth.area.top_cells" unit="">edfxtp_1 (47%), mux2i_1 (11%), a21oi_1 (4.5%)</metric>
    <metric name="largest_area_cell" unit="">edfxtp_1</metric>
    <metric name="synth.comb.largest_family" unit="">simple AND/OR/NAND/NOR gates</metric>
    <metric name="synth_cells" unit="">4603</metric>
    <metric name="post_synth_instance_area" unit="um2">46800</metric>
  </group>
  <group name="placement">
    <metric name="gp_routability_congestion" unit="">0.962</metric>
    <metric name="port-buffer-count" unit="">275</metric>
    <metric name="hpwl" unit="um">106000</metric>
    <metric name="numPlacedInstances" unit="">5787</metric>
  </group>
  <group name="flow_run">
    <metric name="max_cap_violations" unit="">0</metric>
    <metric name="total_number_of_warnings_across_the_stage_logs" unit="">33</metric>
  </group>
  <group name="run_status">
    <metric name="run_status" unit="">complete, no violations</metric>
  </group>
</metrics>
-- layer usage --
metal  up-vias  GRT usage (%)
met4        14           16.4
met3       587           21.7
met1     18600           56.3
met5         -           3.41
li1      17200              -
met2      2735           57.7
-- logic make-up (layout without fill, tap and decap cells) --
group | after synthesis | in the layout
flip-flops | 750 | 750
buffers and inverters | 538 | 631
multiplexers | 629 | 629
AND/OR/NAND/NOR | 1415 | 1415
adder cells (fa/ha/maj) | 41 | 41
AND-OR/OR-AND | 1080 | 1080
other | 0 | 5
XOR/XNOR | 150 | 150
-- cell usage in the layout, fill, tap and decap left out, types with 11 or more instances in the layout --
cell               n
edfxtp_1         728
mux2i_1          526
a21oi_1          416
nand2_1          353
and3_1           316
clkdlybuf4s50_1  273
nor2_1           212
a22oi_1          191
buf_4            183
and2_1           181
nand3_1          152
o22ai_1          139
mux2_2            98
clkbuf_16         88
o21ai_0           81
xor2_1            78
xnor2_1           69
o21ai_1           67
a31oi_1           62
ha_1              40
or3_1             33
nor3_1            31
o31ai_1           30
clkinv_2          24
a21o_1            23
dfxtp_1           22
inv_1             17
clkbuf_1          16
a32oi_1           15
nor4_2            14
clkinv_1          13
or4_1             12
nor4_1            11
nand2_2           11
-- worst max path at each step --
stage | startpoint | to | slack (ns)
6_report | mem_ready | mem_valid | 6.95
5_1_grt | mem_ready | mem_valid | 6.57
4_1_cts | mem_ready | mem_valid | 6.93
-- power by group through the flow --
| stage | Clock, W | Combinational (W) | Sequential [W] |
|---|---|---|---|
| after CTS | 0.00139 | 0.000461 | 0.00165 |
| after global routing | 0.00144 | 0.000498 | 0.00166 |
| final | 0.00138 | 0.000469 | 0.00165 |
-- area by class of cell --
| type | instances | area (um2) |
|---|---|---|
| repair buffers | 461 | 4180 |
| flip-flops and latches | 750 | 22300 |
| diodes | 5 | 12.5 |
| clock buffers | 104 | 2260 |
| well taps | 1243 | 1560 |
| clock inverters | 48 | 380 |
| fillers | 7795 | 39100 |
| multi-input cells | 3315 | 22400 |
| inverters | 18 | 67.6 |
-- metrics by stage --
stage               setup WS (ns)  cell area (um2)
finish                       6.95            53200
detailed placement           6.96            50500
floorplan                    8.92            46800
global route                 6.57            53100
CTS                          6.93            53100
global placement             7.05            50500
-- critical path, cell delays in order --
cell and delay, ns:
clkdlybuf4s50_1 0.45, buf_4 0.22, nand2_1 0.14, o21ai_4 0.62
buf_4 0.63, a22oi_1 0.18, and3_1 0.21, a31oi_1 0.47
ha_1 0.36, a211oi_1 0.32, o211ai_1 0.16, a31oi_1 0.35
o21ai_0 0.29, a21oi_1 0.27, xnor2_1 0.20, a21oi_1 0.49
a41oi_1 0.18, nor3_1 0.19, clkdlybuf4s50_1 0.50
-- registers in the layout, indices dropped and copies added (netlist names), 3 cells and up, named ones only --
register	flops
offset	96
dep1	24
has_dep2	8
type	32
r1	256
rob_idx	24
r2	256
has_dep1	8
dep2	24
tail	3
busy	8
head	3
size	4
Power and IR drop assume default switching activity.
