File: config.mk
export PLATFORM = sky130hd
export DESIGN_NAME = ReservationStation
export DESIGN_NICKNAME = ReservationStation
export VERILOG_FILES = /design/flow/design.v
export SDC_FILE = /design/flow/constraint.sdc
export NUM_CORES = 4
export LEC_CHECK = 1
export CORE_UTILIZATION = 30
File: constraint.sdc
current_design ReservationStation

set clk_period 52.0
set clk_io_pct 0.2

create_clock -name clk0 -period $clk_period [get_ports {clk_in}]

set non_clock_inputs [all_inputs -no_clocks]
set_input_delay [expr $clk_period * $clk_io_pct] -clock clk0 $non_clock_inputs
set_output_delay [expr $clk_period * $clk_io_pct] -clock clk0 [all_outputs]
File: run.sh
#!/bin/bash
# OpenROAD 26Q1-2900-gdf79404cd8, Yosys 0.63+post, stock flow scripts
make -C /OpenROAD-flow-scripts/flow DESIGN_CONFIG=/design/flow/config.mk WORK_HOME=/design/flow/orfs finish
File: design.v
module ReservationStation (
    input wire clk_in,         
    input wire rst_in,         
    input wire rdy_in,         
    input wire rob_clear,      
    input wire                         inst_valid,       
    input wire [ 5 - 1 : 0] inst_type,        
    input wire [3 - 1 : 0] inst_rob_idx,     
    input wire [               31 : 0] inst_r1,          
    input wire [               31 : 0] inst_r2,          
    input wire [3 - 1 : 0] inst_dep1,        
    input wire [3 - 1 : 0] inst_dep2,        
    input wire                         inst_has_dep1,    
    input wire                         inst_has_dep2,    
    output reg                         full,             
    output wire                         alu_valid,       
    output wire [               31 : 0] alu_r1,          
    output wire [               31 : 0] alu_r2,          
    output wire [ 5 - 1 : 0] alu_op,          
    output wire [3 - 1 : 0] alu_rob_idx,     
    input wire                         alu_wb_valid,     
    input wire [3 - 1 : 0] alu_wb_idx,       
    input wire [               31 : 0] alu_wb_value,     
    input wire                         lsb_wb_valid,     
    input wire [3 - 1 : 0] lsb_wb_idx,       
    input wire [               31 : 0] lsb_wb_value      
);
    reg                          busy     [0 : (1 << 3) - 1];
    reg [ 5 - 1 : 0]  optype   [0 : (1 << 3) - 1];
    reg [3 - 1 : 0]  rob_idx  [0 : (1 << 3) - 1];
    reg [               31 : 0]  r1       [0 : (1 << 3) - 1];
    reg [               31 : 0]  r2       [0 : (1 << 3) - 1];
    reg [3 - 1 : 0]  dep1     [0 : (1 << 3) - 1];
    reg [3 - 1 : 0]  dep2     [0 : (1 << 3) - 1];
    reg                          has_dep1 [0 : (1 << 3) - 1];
    reg                          has_dep2 [0 : (1 << 3) - 1];
    reg [ 3 : 0]      size;
    wire                         ready    [0 : (1 << 3) - 1];  
    generate
        genvar i;
        for (i = 0; i < (1 << 3); i = i + 1) begin
            assign ready[i] = busy[i] && (!has_dep1[i] && !has_dep2[i]);
        end
    endgenerate
    wire [3 - 1 : 0] insert_pos;
    wire [3 - 1 : 0] exe_pos;
    wire                        executable;
    generate
        wire exe_flag [1 : 2 * (1 << 3) - 1];
        wire [3 - 1 : 0] exe_idx[1 : 2 * (1 << 3) - 1];
        wire free_flag [1 : 2 * (1 << 3) - 1];
        wire [3 - 1 : 0] free_idx[1 : 2 * (1 << 3) - 1];
        for (i = (1 << 3); i < 2 * (1 << 3); i = i + 1) begin
            assign exe_flag[i] = ready[i - (1 << 3)];
            assign exe_idx[i] = i - (1 << 3);
            assign free_flag[i] = !busy[i - (1 << 3)];
            assign free_idx[i] = i - (1 << 3);
        end
        for (i = 1; i < (1 << 3); i = i + 1) begin
            assign exe_flag[i] = exe_flag[i << 1] | exe_flag[i << 1 | 1];
            assign exe_idx[i] = exe_flag[i << 1] ? exe_idx[i << 1] : exe_idx[i << 1 | 1];
            assign free_flag[i] = free_flag[i << 1] | free_flag[i << 1 | 1];
            assign free_idx[i] = free_flag[i << 1] ? free_idx[i << 1] : free_idx[i << 1 | 1];
        end
        assign insert_pos = free_idx[1];
        assign exe_pos = exe_idx[1];
        assign executable = exe_flag[1];
    endgenerate
    assign alu_valid = executable && !rob_clear;
    assign alu_r1 = r1[exe_pos];
    assign alu_r2 = r2[exe_pos];
    assign alu_op = optype[exe_pos];
    assign alu_rob_idx = rob_idx[exe_pos];
    wire next_size = executable && !inst_valid ? size - 1 : (!executable && inst_valid ? size + 1 : size);
    wire next_full = next_size == (1 << 3);
    always @(posedge clk_in) begin : Main
        integer i;
        if (rst_in || rob_clear) begin
            size <= 0;
            full <= 0;
            for (i = 0; i < (1 << 3); i = i + 1) begin
                busy[i] <= 0;
                optype[i] <= 0;
                rob_idx[i] <= 0;
                r1[i] <= 0;
                r2[i] <= 0;
                dep1[i] <= 0;
                dep2[i] <= 0;
                has_dep1[i] <= 0;
                has_dep2[i] <= 0;
            end
        end
        else if (!rdy_in) begin
        end
        else begin
            size <= next_size;
            full <= next_full;
            if (inst_valid) begin
                busy[insert_pos] <= 1;
                optype[insert_pos] <= inst_type;
                rob_idx[insert_pos] <= inst_rob_idx;
                r1[insert_pos] <= !inst_has_dep1 ? inst_r1 : (alu_wb_valid && inst_dep1 == alu_wb_idx ? alu_wb_value : 
                                  (lsb_wb_valid && inst_dep1 == lsb_wb_idx ? lsb_wb_value : 32'b0));
                r2[insert_pos] <= !inst_has_dep2 ? inst_r2 : (alu_wb_valid && inst_dep2 == alu_wb_idx ? alu_wb_value : 
                                  (lsb_wb_valid && inst_dep2 == lsb_wb_idx ? lsb_wb_value : 32'b0));
                dep1[insert_pos] <= inst_dep1;
                dep2[insert_pos] <= inst_dep2;
                has_dep1[insert_pos] <= inst_has_dep1 && !(alu_wb_valid && inst_dep1 == alu_wb_idx) && !(lsb_wb_valid && inst_dep1 == lsb_wb_idx);
                has_dep2[insert_pos] <= inst_has_dep2 && !(alu_wb_valid && inst_dep2 == alu_wb_idx) && !(lsb_wb_valid && inst_dep2 == lsb_wb_idx);
            end
            if (executable) begin
                busy[exe_pos] <= 0;
            end
            for (i = 0; i < (1 << 3); i = i + 1) begin 
                if (busy[i]) begin
                    if (alu_wb_valid) begin
                        if (has_dep1[i] && (alu_wb_valid && dep1[i] == alu_wb_idx)) begin
                            r1[i] <= alu_wb_value;
                            has_dep1[i] <= 0;
                        end
                        if (has_dep2[i] && (alu_wb_valid && dep2[i] == alu_wb_idx)) begin
                            r2[i] <= alu_wb_value;
                            has_dep2[i] <= 0;
                        end
                    end
                    if (lsb_wb_valid) begin
                        if (has_dep1[i] && (lsb_wb_valid && dep1[i] == lsb_wb_idx)) begin
                            r1[i] <= lsb_wb_value;
                            has_dep1[i] <= 0;
                        end
                        if (has_dep2[i] && (lsb_wb_valid && dep2[i] == lsb_wb_idx)) begin
                            r2[i] <= lsb_wb_value;
                            has_dep2[i] <= 0;
                        end
                    end
                end
            end
        end
    end
endmodule  
==> results.txt <==
State of the implementation.

- The run finished with clean final reports.
- The number of antenna violations at the first check in global routing is 22, for reference.
- Counting every instance in the synthesized netlist gives 3502.
- The maximum fanout along the worst path is 7, for reference.
- The total I/O pin count is 231, for reference.
- Counting the buffers created by CTS gives 73.
- The top achievable clock speed is 45.2 MHz, for reference.
- The origin of the worst min-delay path is busy[1], for reference.
- The H-tree was split into 3 levels.
- The fraction of the core area covered by cells at the end of the flow is 35.0%, for reference.
- The largest area contributor in the netlist is edfxtp_1, for reference.
- The startpoint-to-endpoint class of the critical path is in2out, for reference.
- The global routing report lists met2 layer usage as 37.8%.
- The number of warnings in the stage logs is 25, for reference.
- The root cell of the clock tree is clkbuf_16, for reference.
- The later pin in the worst-skew pair is clocked with a latency of 0.65 ns.
- The top cell type in the final layout, fill and taps aside, is edfxtp_1.
- The number of storage elements in the synthesis netlist is 648, for reference.
- Buffers placed on the I/O ports in this run total 229.
- The average footprint of a synthesized cell is 11.0 um^2, for reference.
- The pre-CTS worst setup slack is 29.81 ns, for reference.
- Hold repair after CTS inserted 0 buffers.
- Looking at the reg2reg group, the worst path starts from busy[0].
- The worst-case max-slew headroom was logged as 30.9%.
- The horizontal die dimension reported for this design is 361 um.
- The global route stage reports its total congestion overflow as 0.
- The wire length of the first global-routing pass is 233000 um, for reference.
- The proportion of layout cells with a drive suffix above 1 is 8.21%, for reference.
- The summed area of non-filler cells in the final layout is 44600 um^2, for reference.
- The overall global routing resource usage is 25.9%, for reference.
- Dividing the detail-routed wire length by the instance count gives 31.7 um.
- The detailed-routing iteration count for the pre-antenna-repair pass is 6, for reference.
- The clock-pin slew on the worst setup and hold paths is 0.06 ns, for reference.
- The die area is 130000 um^2, for reference.
- The wire length recorded after detailed routing is 164000 um.
- Setup repair after global routing left no endpoint under its margin.
- For reference, the final report shows the max-slew violation count at 0.
- Looking at the reg2reg group, the worst path ends at r1[6][14].
- The final worst slack is 29.87 ns, for reference.
- The total of cells resized after clock tree synthesis is 0, for reference.
- The floorplan has 131 rows.
- The library cells used most frequently in the layout, excluding fill and tap cells, are edfxtp_1 (640), mux2i_1 (560), o22ai_1 (474).
- The global router reports that the layer with the highest usage is met2.
- The count of cells along the worst register-to-register path is 8, for reference.
- The number of synthesized flops with an enable pin is 640, for reference.
- The yosys stat cell total is 3502, for reference.
- Entering global routing, the biggest net connects 75 pins.
- The violation count after the first detailed-route iteration is 3181, for reference.
- In the final timing run, aggregate negative setup slack is 0 ns.
- The detailed router placed 32700 vias in this run.
- The number of library cell types mapped by synthesis is 59, for reference.
- STA classifies the critical path endpoint as an output pin.
- The cell area reported after detailed placement is 42200 um^2, for reference.
- The data arrival at the endpoint of the critical path is 11.73 ns, for reference.
- The total area inside the core boundary comes to 128000 um^2.
- The startpoint type of the worst setup path is a primary input, for reference.
- The summed standard-cell area reported by yosys is 38600 um^2, for reference.
- The proportion of register bits with asynchronous set or reset after synthesis is 0%, for reference.
- For this run, the final setup violation count is recorded as 0.
- Looking at the post-CTS report, the setup buffer insertion count equals 0.
- The share of synthesized area occupied by flip-flops and latches is 50.3%, for reference.
- The fraction of synthesized cell area taken by the top area cell type is 49.8%, for reference.
- The per-cell via count in the routed design is 6.29, for reference.
- TritonCTS built the clock tree.
- The via count of the first global-routing pass is 32600.
- The count of nets left with antenna violations once routing finished came out at 0.
- Summed over all cells, the static leakage comes to 0.0176 uW.
- The required time at the worst-slack endpoint is 41.60 ns, for reference.
- The final setup skew is 0.0313 ns, for reference.
- Hold analysis shows the worst path with a depth of 2.
- Among all flip-flop cells after synthesis, the most frequent one is edfxtp_1.
- The met1 routing resource usage after global routing is 31.4%, for reference.
- The netlist area before placement is 38600 um^2, for reference.
- The global placer's final weighted congestion is 0.929, for reference.
- The hold violation count in the final report is 0, for reference.
- Per the run report, area growth between synthesis and finish was 15.6%.
- The reported max-cap violation count is 0, for reference.
- The floorplan utilization is 30.2%, for reference.
- The floorplan step set the die height to 361 um.
- The register-to-register path setup slack is 47.90 ns, for reference.
- The CTS sink count is 648, for reference.
- The main area contributors are edfxtp_1 (50%), mux2i_1 (15%), o22ai_1 (7.7%).
- In this run the worst hold path is classified as reg2reg.
- According to the dpl log, the detail-placed design has an HPWL of 94600 um.
- The maximum clock insertion buffer count is 3, for reference.
- After detailed routing, the number of remaining DRC violations is 0.
- At the pin with the least slew margin, the transition time is 1.04 ns.
- The number of synthesis warnings is 1, for reference.
- The power density of the placed cells is 28.6 nW/um^2, for reference.
- The largest voltage drop on the vdd net is 0.0000218 V, for reference.
- OpenROAD reports that the post-layout worst path occupies 42.6% of the period.
- The routing usage on met3 is 15.6%, for reference.
- The clock period could shrink to 22.13 ns.
- The end of the worst hold path is busy[1], for reference.
-- power breakdown --
group          switching (uW)  internal (uW)  total, uW  leakage [uW]
sequential               8.22            601        609       0.00710
combinational            94.1           52.0        146       0.00934
clock                     222            295        518       0.00114
-- synthesized netlist by cell type (10+ instances only) --
library cell	number
a21o_1	64
a21oi_1	80
a32o_1	72
and2_1	117
and3_1	68
buf_2	86
clkbuf_1	366
edfxtp_1	640
inv_1	33
mux2i_1	560
nand2_1	90
nand3_1	164
nand4_1	23
nor2_1	37
nor3_1	10
o211ai_1	73
o21ai_0	200
o221ai_1	136
o22ai_1	474
xnor2_1	68
xor2_1	40
-- kinds of logic (layout without fill, tap and decap cells) --
| group | count (synthesis) | after routing | share of synthesized area (%) |
|---|---|---|---|
| buf+inv | 501 | 519 | 5.26 |
| flops | 648 | 648 | 50.3 |
| other cells | 1 | 8 | 0.00972 |
| compound gates | 1125 | 1125 | 19.6 |
| xor+xnor | 108 | 108 | 2.45 |
| mux | 560 | 560 | 14.5 |
| simple gates | 559 | 559 | 7.94 |
-- worst max-delay path by stage --
| stage | start | end | slack, ns | depth (start not counted) |
|---|---|---|---|---|
| final | rob_clear | alu_valid | 29.87 | 3 |
| after CTS | rob_clear | alu_valid | 29.80 | 3 |
| after global routing | rob_clear | alu_valid | 29.77 | 3 |
-- through the flow --
stage,cells,power (uW),hold slack [ns]
2_1_floorplan,3502,692,0.574
3_3_place_gp,5054,761,0.578
3_5_place_dp,5054,763,0.589
4_1_cts,5182,1270,0.600
5_1_grt,5186,1300,0.634
6_report,5189,1270,0.608
-- per-layer routing --
metal | share of wire [%] | up-vias
met4 | 4.4 | 37
met1 | 36 | 15800
li1 | - | 13800
met5 | 0.17 | -
met2 | 44 | 2540
met3 | 16 | 504
-- final cells by class --
type / instances / area (um^2)
fillers: 12400 / 82900
flip-flops and latches: 648 / 19400
multi-input cells: 2353 / 17400
repair buffers: 357 / 3260
well taps: 1662 / 2080
clock buffers: 88 / 1940
clock inverters: 40 / 382
inverters: 34 / 129
diodes: 7 / 17.5
-- worst max-delay path: stages --
cell             delay [ns]
clkdlybuf4s50_1        0.58
a41oi_1                0.26
clkdlybuf4s50_1        0.49
-- registers in the layout, summed over array words and instances, names as in the netlist --
signal and flops:
rob_idx 24, optype 40, dep2 24, busy 8, has_dep1 8, r1 256
has_dep2 8, r2 256, dep1 24
Power figures rest on the tool's default switching activity, not on a simulated workload.
